<file path="flow/design.v">
module alu (
    input  [3:0] a,         
    input  [3:0] b,         
    input  [2:0] alu_sel,   
    output reg [3:0] result,  
    output reg carry,         
    output reg zero           
);
    always @(*) begin
        result = 4'b0000;
        carry  = 1'b0;
        zero   = 1'b0;
        case (alu_sel)
            3'b000: begin  
                {carry, result} = a + b;  
            end
            3'b001: begin  
                result = a - b;          
            end
            3'b010: begin  
                result = a & b;
            end
            3'b011: begin  
                result = a | b;
            end
            3'b100: begin  
                result = a ^ b;
            end
            default: begin  
                result = 4'b0000;
            end
        endcase
        if (result == 4'b0000)
            zero = 1'b1;
    end
endmodule
module cpu (
    input  clk,
    input  reset,
    output [3:0] pc_debug,      
    output [7:0] instr_debug,   
    output [3:0] R0_debug,      
    output [3:0] R1_debug,      
    output [3:0] ram3_debug     
);
    wire [3:0] pc_out;
    wire [7:0] instr;
    wire [3:0] opcode  = instr[7:4];
    wire [3:0] operand = instr[3:0];
    wire       reg_write;
    wire       reg_sel;         
    wire [2:0] alu_op;
    wire       mem_read;
    wire       mem_write;
    wire       pc_inc;
    wire       halt;            
    wire [3:0] reg_write_data;
    wire [3:0] reg_read_data;   
    wire [3:0] R0, R1;
    wire [3:0] alu_result;
    wire       alu_carry, alu_zero;
    wire [3:0] ram_out;
    program_counter pc (
        .clk(clk),
        .reset(reset),
        .pc_inc(pc_inc),
        .pc_load(1'b0),    
        .pc_in(4'b0000),
        .pc_out(pc_out)
    );
    instruction_memory rom (
        .addr(pc_out),
        .instr(instr)
    );
    decoder dec (
        .opcode(opcode),
        .reg_write(reg_write),
        .reg_sel(reg_sel),
        .alu_op(alu_op),
        .mem_read(mem_read),
        .mem_write(mem_write),
        .pc_inc(pc_inc),
        .halt(halt)
    );
    register_file rf (
        .clk(clk),
        .reset(reset),
        .we(reg_write),
        .write_sel(reg_sel),        
        .read_sel(reg_sel),         
        .write_data(reg_write_data),
        .read_data(reg_read_data),
        .R0(R0),
        .R1(R1)
    );
    alu myalu (
        .a(R0),                     
        .b(R1),
        .alu_sel(alu_op),
        .result(alu_result),
        .carry(alu_carry),
        .zero(alu_zero)
    );
    wire [3:0] store_data = (reg_sel == 1'b0) ? R0 : R1;
    data_memory ram (
        .clk(clk),
        .we(mem_write),
        .addr(operand),
        .data_in(store_data),       
        .data_out(ram_out)
    );
    assign reg_write_data = (mem_read) ? ram_out : alu_result;
    assign pc_debug     = pc_out;
    assign instr_debug  = instr;
    assign R0_debug     = R0;
    assign R1_debug     = R1;
    assign ram3_debug   = ram.ram[3];    
endmodule
module data_memory (
    input        clk,          
    input        we,           
    input  [3:0] addr,         
    input  [3:0] data_in,      
    output [3:0] data_out      
);
    reg [3:0] ram [0:15];
    initial begin
        ram[0] = 4'd0;
        ram[1] = 4'd3;    
        ram[2] = 4'd2;    
        ram[3] = 4'd0;
        ram[4] = 4'd0;
        ram[5] = 4'd0;
        ram[6] = 4'd0;
        ram[7] = 4'd0;
        ram[8] = 4'd0;
        ram[9] = 4'd0;
        ram[10] = 4'd0;
        ram[11] = 4'd0;
        ram[12] = 4'd0;
        ram[13] = 4'd0;
        ram[14] = 4'd0;
        ram[15] = 4'd0;
    end
    always @(posedge clk) begin
        if (we) begin
            ram[addr] <= data_in;
        end
    end
    assign data_out = ram[addr];
endmodule
module decoder (
    input  [3:0] opcode,      
    output reg   reg_write,   
    output reg   reg_sel,     
    output reg [2:0] alu_op,  
    output reg   mem_read,    
    output reg   mem_write,   
    output reg   pc_inc,      
    output reg   halt         
);
    always @(*) begin
        reg_write = 0;
        reg_sel   = 0;
        alu_op    = 3'b000;
        mem_read  = 0;
        mem_write = 0;
        pc_inc    = 1;    
        halt      = 0;
        case (opcode)
            4'b0000: begin  
            end
            4'b0001: begin  
                reg_write = 1;
                reg_sel   = 0;
                mem_read  = 1;
            end
            4'b1001: begin  
                reg_write = 1;
                reg_sel   = 1;
                mem_read  = 1;
            end
            4'b0010: begin  
                mem_write = 1;
                reg_sel   = 0;
            end
            4'b1010: begin  
                mem_write = 1;
                reg_sel   = 1;
            end
            4'b0011: begin  
                alu_op    = 3'b000;  
                reg_write = 1;
                reg_sel   = 0;      
            end
            4'b0100: begin  
                alu_op    = 3'b001;  
                reg_write = 1;
                reg_sel   = 0;
            end
            4'b0101: begin  
                alu_op    = 3'b010;  
                reg_write = 1;
                reg_sel   = 0;
            end
            4'b0110: begin  
                alu_op    = 3'b011;  
                reg_write = 1;
                reg_sel   = 0;
            end
            4'b0111: begin  
                alu_op    = 3'b100;  
                reg_write = 1;
                reg_sel   = 0;
            end
            4'b1111: begin  
                pc_inc = 0;
                halt   = 1;
            end
            default: begin
            end
        endcase
    end
endmodule
module instruction_memory (
    input  [3:0] addr,      
    output [7:0] instr      
);
    reg [7:0] rom [0:15];
    initial begin
        rom[0] = 8'b0001_0001;  
        rom[1] = 8'b1001_0010;  
        rom[2] = 8'b0011_0000;  
        rom[3] = 8'b0010_0011;  
        rom[4] = 8'b1111_0000;  
        rom[5]  = 8'b0000_0000;
        rom[6]  = 8'b0000_0000;
        rom[7]  = 8'b0000_0000;
        rom[8]  = 8'b0000_0000;
        rom[9]  = 8'b0000_0000;
        rom[10] = 8'b0000_0000;
        rom[11] = 8'b0000_0000;
        rom[12] = 8'b0000_0000;
        rom[13] = 8'b0000_0000;
        rom[14] = 8'b0000_0000;
        rom[15] = 8'b0000_0000;
    end
    assign instr = rom[addr];
endmodule
module program_counter (
    input        clk,        
    input        reset,      
    input        pc_inc,     
    input        pc_load,    
    input  [3:0] pc_in,      
    output reg [3:0] pc_out  
);
    always @(posedge clk or posedge reset) begin
        if (reset) begin
            pc_out <= 4'b0000;          
        end else if (pc_load) begin
            pc_out <= pc_in;            
        end else if (pc_inc) begin
            pc_out <= pc_out + 1'b1;    
        end
    end
endmodule
module register_file (
    input        clk,          
    input        reset,        
    input        we,           
    input        write_sel,    
    input        read_sel,     
    input  [3:0] write_data,   
    output [3:0] read_data,    
    output [3:0] R0,           
    output [3:0] R1            
);
    reg [3:0] reg0;
    reg [3:0] reg1;
    always @(posedge clk or posedge reset) begin
        if (reset) begin
            reg0 <= 4'b0000;    
            reg1 <= 4'b0000;
        end else if (we) begin
            if (write_sel == 1'b0)
                reg0 <= write_data;
            else
                reg1 <= write_data;
        end
    end
    assign read_data = (read_sel == 1'b0) ? reg0 : reg1;
    assign R0 = reg0;
    assign R1 = reg1;
endmodule
</file>
<file path="flow/run.sh">
#!/bin/bash
# OpenROAD 26Q1-2900-gdf79404cd8, Yosys 0.63+post, stock flow scripts
make -C /OpenROAD-flow-scripts/flow DESIGN_CONFIG=/design/flow/config.mk WORK_HOME=/design/flow/orfs finish
</file>
<file path="flow/config.mk">
export PLATFORM = sky130hd
export DESIGN_NAME = cpu
export DESIGN_NICKNAME = cpu
export VERILOG_FILES = /design/flow/design.v
export SDC_FILE = /design/flow/constraint.sdc
export NUM_CORES = 4
export LEC_CHECK = 1
export CORE_AREA = 10 10 108 108
export DIE_AREA = 0 0 118 118
</file>
<file path="flow/constraint.sdc">
current_design cpu

set clk_period 3.9
set clk_io_pct 0.2

create_clock -name clk0 -period $clk_period [get_ports {clk}]

set non_clock_inputs [all_inputs -no_clocks]
set_input_delay [expr $clk_period * $clk_io_pct] -clock clk0 $non_clock_inputs
set_output_delay [expr $clk_period * $clk_io_pct] -clock clk0 [all_outputs]
</file>
==> reports/results.ini <==
[outcome]
status=finished, final reports clean

[cells_and_area]
fin_util=0.219
fin_area_sq_um=2030
syn_to_final_growth_pct=21.4
stdcell_count=301
layout-drive-gt1-share=0.0814

[clocking]
clockRootBuffer=clkbuf_8
tritoncts=done
cts_sinks=28
numCtsBuffers=3
insertion_delay_ns=0.28
clk_pin_slew_ns=0.10
cts_setup_buffers=0
ctsResizeCount=0
clockBufferDepth=2
htreeDepth=1
cts_hold_buf=0

[critical_path]
crit_end=instr_debug[0]
r2r-end=rf.reg0[2]
cp_cell_sequence=inv_1 -> ha_1 -> nor2_1 -> clkdlybuf4s50_1
r2r_start=pc.pc_out[0]
rr_worst_depth=11
required_ns=3.12
path_class=flop to output pin
endpoint_kind=output pin
startpoint=pc.pc_out[0]
crit_path_max_fanout=16
max_stage_delay_ns=0.63
worst_setup_path_start_kind=flop
regToRegSetupSlack_ns=1.00
cpMaxStageDelayCell=dfrtp_1
cp.arrival_ns=2.31

[job]
warnings=30
maxCapViolCount=0

[route]
wl_met1_mm=1.79
wl_per_cell_microns=12.4
drt_pass1_iterations=4
vias_per_cell=3.84
antennaDiodeCount=0
top_layer_used=met4
ant_nets=0
vias=1156
drt-initial-drc-count=91
route.met2.wl_mm=1.68
wl_met3_microns=215
routed_wl_mm=3.74
post-route-drc-count=0

[power_and_ir_drop]
p_int_mw=0.449
p_per_area_nw_per_um2=267
ir_worst_vdd_mv=0.146
p_sw_mw=0.0937
finalPower_mw=0.542
pwr-share-comb=0.007
swShare=0.173
p_leak_nw=0.723
clockPowerShare=0.421
seq_power_share=0.572

[synth]
yosys-stat-area_sq_um=1680
ys_cells=157
xor_share=0.0314
syn_inst=157
netlist.area_leader.share=0.287
postSynthSeqShare=0.466
ys.flop_type=edfxtp_1
muxShareOfSynthArea=0.0508
synth.cellmix.simpleShare=0.147
yosysTopAreaCell=edfxtp_1
avgSynthCellArea_sq_um=10.7
synth.distinct_cells=47
synth-edff-count=16
synth_flops=28
topCellsByArea=edfxtp_1 29%, dfrtp_1 18%, ha_1 7.5%
logic_family=simple AND/OR/NAND/NOR gates
fa_ha_area_frac=0.0866
ys_sh_aoi=0.128
async_reset_ff_frac=0.429
ys_warn_count=8
syn_area_sq_um=1680

[timing]
setup-tns-final_ns=0
setup_slack_ns=0.808
final-setup-viol-count=0
period_used_share=0.793
hold_viol=0
min_period_ns=3.09
slew_violations=0
relSlewSlack=0.463
tightest_slew_ns=0.798
max_freq_ghz=0.323
fin_skew_ns=0.00639
rsz0062_at_grt=false
whs_ns=0.568

[place]
dp_cells=297
place_hpwl_mm=2.91
port_buffers=19
place_ws_ns=1.03
dpl_cell_area_sq_um=1960
gp_congestion=0.870

[global_routing]
grt_max_degree=17
grt_pass1_vias=1221
grt_usage=0.0541
antenna_found_initial=0
grt_pass1_wl_mm=6.31
overflow=0

[floorplan]
die-height_microns=118
fp.dieW_microns=118
rows=35
die_area_sq_um=13900
boundaryPins=26
coreArea_sq_um=9280
floorplan.core_util=0.180

[worst_hold_path]
hold_path.class=flop to flop

metal layers:
layer  vias to the layer above  global-route usage
met3                         2              0.0165
met2                        29              0.0850
met1                       553              0.0740
met5                         -                   0
met4                         0             0.00618
li1                        572                   -
synth_stat cells, types with 2 or more instances:
cell type   n
edfxtp_1   16
inv_1      15
nand2_1    13
dfrtp_1    12
ha_1       10
o21ai_0    10
a21oi_1     8
buf_4       7
nor2_1      5
mux2_2      4
mux2i_1     4
nand2b_1    4
xnor2_1     4
buf_2       3
a221o_1     2
a22o_1      2
and3_1      2
clkbuf_1    2
nor3_1      2
nor4_1      2
o2bb2ai_1   2
o31ai_1     2
xor2_1      2
registers in the layout (all words and copies together), names as in the netlist:
register,count
ram.ram,16
rf.reg0,4
pc.pc_out,4
rf.reg1,4
cells in the final DEF (no fill, tap or decap), types with 3 or more instances in the layout:
cell type         n
edfxtp_1         16
nand2b_1          4
ha_1             10
nand2_1          13
mux2i_1           4
a21oi_1           8
dfrtp_1          12
conb_1            6
xnor2_1           4
inv_1            15
clkbuf_8          3
clkdlybuf4s50_1  19
o21ai_0          10
mux2_2            4
nor2_1            5
worst min-delay path by stage:
stage         startpoint          to  slack [ns]  cells after the start
CTS           rf.reg0[3]  rf.reg0[3]        0.58                      2
global route  rf.reg0[1]  rf.reg0[1]        0.62                      1
finish        rf.reg0[3]  rf.reg0[3]        0.57                      2
final cells by class:
| cell class | instances | area, sq um |
|---|---|---|
| Tap cell | 129 | 161 |
| Clock buffer | 3 | 41.3 |
| Clock inverter | 1 | 30.0 |
| Timing Repair Buffer | 20 | 198 |
| Multi-Input combinational cell | 105 | 766 |
| Sequential cell | 28 | 781 |
| Fill cell | 1039 | 7250 |
| Inverter | 15 | 56.3 |
cell families after synthesis:
kind of cell | Yosys count
adder cells (fa/ha/maj) | 11
XOR/XNOR | 6
AND/OR/NAND/NOR | 41
other | 1
AND-OR/OR-AND | 33
multiplexers | 8
flip-flops | 28
buffers and inverters | 29
worst max-delay path: cells and delay by family, from the launching register on:
family,cells,cell delay (ns)
buffers and inverters,2,0.68
DFF,1,0.63
adders and majority gates,1,0.53
and+or+nand+nor,1,0.19
power by group through the flow:
stage / logic (mW) / clock network [mW] / registers (mW)
after CTS: 0.00441 / 0.234 / 0.310
after global routing: 0.00498 / 0.247 / 0.310
final: 0.00397 / 0.228 / 0.310
Power is estimated from default activity; no workload was simulated.
